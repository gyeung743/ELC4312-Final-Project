$ cat constraint.sdc
current_design chu_spi

set clk_period 5.0
set clk_io_pct 0.2

create_clock -name clk0 -period $clk_period [get_ports {clk}]

set non_clock_inputs [all_inputs -no_clocks]
set_input_delay [expr $clk_period * $clk_io_pct] -clock clk0 $non_clock_inputs
set_output_delay [expr $clk_period * $clk_io_pct] -clock clk0 [all_outputs]
$ cat run.sh
#!/bin/bash
# OpenROAD 26Q1-2900-gdf79404cd8, Yosys 0.63+post, stock flow scripts
make -C /OpenROAD-flow-scripts/flow DESIGN_CONFIG=/design/flow/config.mk WORK_HOME=/design/flow/orfs finish
$ cat design.v
module spi
   (
    input  logic clk, reset,
    input  logic [7:0] din,
    input  logic [15:0] dvsr,   
    input  logic start, cpol, cpha,
    output logic [7:0] dout,
    output logic spi_done_tick, ready,
    output logic sclk,
    input  logic miso,
    output logic mosi
   );
   typedef enum {idle, cpha_delay, p0, p1} state_type;
   state_type state_reg, state_next;
   logic p_clk;
   logic [15:0] c_reg, c_next;
   logic spi_clk_reg, ready_i, spi_done_tick_i;
   logic spi_clk_next;
   logic [2:0] n_reg, n_next;
   logic [7:0] si_reg, si_next;
   logic [7:0] so_reg, so_next;
   always_ff @(posedge clk, posedge reset)
      if (reset) begin
         state_reg <= idle;
         si_reg <= 0;
         so_reg <= 0;
         n_reg <= 0;
         c_reg <= 0;
         spi_clk_reg <= 0;
      end
      else begin
         state_reg <= state_next;
         si_reg <= si_next;
         so_reg <= so_next;
         n_reg <= n_next;
         c_reg <= c_next;
         spi_clk_reg <= spi_clk_next;
      end
   always_comb
   begin
      state_next = state_reg;  
      ready_i = 0;
      spi_done_tick_i = 0;
      si_next = si_reg;
      so_next = so_reg;
      n_next = n_reg;
      c_next = c_reg;
      case (state_reg)
         idle: begin
            ready_i = 1;
            if (start) begin
               so_next = din;
               n_next = 0;
               c_next = 0;
               if (cpha)
                  state_next = cpha_delay;
               else
                  state_next = p0;
            end
         end
         cpha_delay: begin
            if (c_reg == dvsr) begin
               state_next = p0;
               c_next = 0;
            end
            else
               c_next = c_reg + 1;
         end
         p0: begin
            if (c_reg == dvsr) begin  
               state_next = p1;
               si_next = {si_reg[6:0], miso};  
               c_next = 0;
            end
            else
               c_next = c_reg + 1;
         end
         p1: begin
            if (c_reg == dvsr) begin
               if (n_reg == 7) begin
                  spi_done_tick_i = 1;
                  state_next = idle;
               end
               else begin
                  so_next = {so_reg[6:0], 1'b0};  
                  state_next = p0;
                  n_next = n_reg + 1;
                  c_next = 0;
               end
            end
            else
               c_next = c_reg + 1;
         end
      endcase
   end
   assign ready = ready_i;
   assign spi_done_tick = spi_done_tick_i;
   assign p_clk = (state_next == p1 && ~cpha) || (state_next == p0 && cpha);
   assign spi_clk_next = (cpol) ? ~p_clk : p_clk;
   assign dout = si_reg;
   assign mosi = so_reg[7];
   assign sclk = spi_clk_reg;
endmodule
module chu_spi
   #(parameter S = 1)  
   (
    input  logic clk,
    input  logic reset,
    input  logic cs,
    input  logic read,
    input  logic write,
    input  logic [4:0] addr,
    input  logic [31:0] wr_data,
    output logic [31:0] rd_data,
    output logic spi_sclk,
    output logic spi_mosi,
    input  logic spi_miso,
    output logic [S-1:0] spi_ss_n
   );
   logic wr_en, wr_ss, wr_spi, wr_ctrl;
   logic [17:0] ctrl_reg;
   logic [S-1:0] ss_n_reg;
   logic [7:0] spi_out;
   logic spi_ready, cpol, cpha;
   logic [15:0] dvsr;
   spi spi_unit(
      .clk(clk),
      .reset(reset),
      .din(wr_data[7:0]),
      .dvsr(dvsr),
      .start(wr_spi),
      .cpol(cpol),
      .cpha(cpha),
      .dout(spi_out),
      .sclk(spi_sclk),
      .miso(spi_miso),
      .mosi(spi_mosi),
      .spi_done_tick(),
      .ready(spi_ready)
   );
   always_ff @(posedge clk, posedge reset)
      if (reset) begin
         ctrl_reg <= 18'h0_0200;  
         ss_n_reg <= {S{1'b1}};   
      end
      else begin
         if (wr_ctrl)
            ctrl_reg <= wr_data[17:0];
         if (wr_ss)
            ss_n_reg <= wr_data[S-1:0];
      end
   assign wr_en = cs && write;
   assign wr_ss = wr_en && addr[1:0]==2'b01;
   assign wr_spi = wr_en && addr[1:0]==2'b10;
   assign wr_ctrl = wr_en && addr[1:0]==2'b11;
   assign dvsr = ctrl_reg[15:0];
   assign cpol = ctrl_reg[16];
   assign cpha = ctrl_reg[17];
   assign spi_ss_n = ss_n_reg;
   assign rd_data = {23'b0, spi_ready, spi_out};
endmodule
$ cat config.mk
export PLATFORM = sky130hd
export DESIGN_NAME = chu_spi
export DESIGN_NICKNAME = chu_spi
export VERILOG_FILES = /design/flow/design.v
export SDC_FILE = /design/flow/constraint.sdc
export NUM_CORES = 4
export LEC_CHECK = 1
export CORE_UTILIZATION = 50
export SYNTH_HDL_FRONTEND = slang
==> deck_impl_summary.md <==
Run Summary

Status
  • Result of the run: finished clean

Logic synthesis
  • Top cell types by occurrence after synthesis: sky130_fd_sc_hd__dfrtp_1, sky130_fd_sc_hd__mux2_2, sky130_fd_sc_hd__buf_4
  • Synthesized area per cell: 10.9 sq um
  • Asr flop ratio synth: 100%
  • Total of flip-flops plus latches after synthesis: 59
  • Yosys synthesis warning count: 0
  • Most popular library cell in the synthesized design by count: sky130_fd_sc_hd__dfrtp_1
  • Post-synth top area cell: sky130_fd_sc_hd__dfrtp_1
  • Yosys stat cell total: 289
  • Seq/Total Area, Yosys: 46.9%
  • Synthesized area: 3160 sq um
  • Main flop type after synthesis: sky130_fd_sc_hd__dfrtp_1
  • Share of Yosys cell area claimed by the top area cell type: 44.4%
  • Instance tally after logic synthesis: 289
  • Chip Area, Yosys: 3160 sq um
  • Netlist cell types: around 40
  • Flip-flops with a built-in enable: 0
  • Largest cells by area after synthesis: sky130_fd_sc_hd__dfrtp_1, sky130_fd_sc_hd__mux2_2, sky130_fd_sc_hd__buf_4

Clock network
  • Bufs on Longest Clock Path: 2
  • CTS tree: yes
  • Root Driver: sky130_fd_sc_hd__clkbuf_8
  • Cts-stage hold buffer count: 0
  • # resized after CTS: 0
  • Inserted Clock Buffers: 9
  • H-tree levels: 3
  • Clock latency on the worst-skew pair: 0.33 ns
  • Register clock-pin slew on the reported worst setup and hold paths: 0.06 ns
  • TritonCTS sink count: 59
  • Post-CTS Setup Repair Bufs: 0

Floorplanning
  • Number of placement rows: 28
  • Floorplan die width: 81.5 um
  • Initial Utilization: between 50% and 60%
  • DIE HEIGHT: 81.5 um
  • Total Die Area: approximately 6600 sq um
  • Number of placed I/O pins: 78
  • Area of the placeable core: 5990 sq um

Pwr
  • Cell internal pwr: 1.05 mW
  • Clock share of power: 33.3%
  • Peak supply drop: around 0.22 mV
  • LEAKAGE: 1.65 nW
  • Sw Share: between 20 and 30%
  • Net Switching: 0.399 mW
  • Combinational fraction of design power: 19.3%
  • Proportion of power drawn by flip-flops and latches: 47.4%
  • Areal power density over the cells: 390 nW/um^2

Cells and area
  • Max FFs per register: 18
  • Post-route cell area: 3720 sq um
  • Layout area overhead: 17.8%
  • Share of post-route cells with drive strength above 1: a little under a quarter

Detailed routing
  • Number of detailed-route iterations in the first pass: 4
  • Post-Route WL: 5780 um
  • Routed len/inst: 14.2 um
  • # DRC: 0
  • Total antenna diodes in the routed design: 0
  • First-iteration detailed-routing DRC count: 93
  • Number of nets still failing antenna checks after routing: 0
  • Average vias per placed instance: 5.41
  • Vias: 2206

Final timing
  • RSZ-0062 raised after global routing: no
  • Minimum period implied by the final worst setup slack: 2.79 ns
  • Highest achievable clock rate: around 360 MHz
  • Worst slew pin tran: 0.839 ns
  • Fin crit share: 55.9%
  • Clock tree skew after final layout: 0.00546 ns
  • Final total negative setup slack: 0 ns
  • Final Hold Violating Endpoints: 0
  • Rel. slew slack: 43.7%
  • Count of final max-slew check failures: 0
  • Final setup violating endpoints: 0

Global routing
  • Maximum number of pins on one net before global-route repair: 60
  • Met2 global-route usage: 27.8%
  • Total global-route track usage: 19.9%
  • Total gr overflow: 0
  • Antenna violations before repair: 0
  • First-pass GRT wire length: approximately 9800 um
  • Met3 Use GR: 3.95%
  • Vias in the first global route: 2038
  • GRT met1 Usage: ~34%
  • Most Used Layer, Global Route: met1

Placed design
  • Weighted congestion at the end of routability-driven global placement: 0.854
  • Final HPWL DP: 4040 um
  • Number of buffers inserted by port buffering: 36
  • Placed Area: 3490 sq um

Worst setup path
  • Crit. End Element: flop
  • Data arrival time of the worst path: 3.04 ns
  • Critical path start-end classification: input port to flop
  • Data required time of the critical path: 5.24 ns
  • Maximum fanout along the worst path: 11
  • CP startpoint kind: input port

Run
  • Maximum Capacitance Violations: 0
  • Count of tool warnings: 44

Min path
  • Class of the worst hold path: flop to flop
## stage by stage
stage / util (%) / power, mW / hold WS, ns / std cells / setup slack, ns
global route: 62.1 / 1.55 / 0.490 / 408 / 2.12
CTS: 62.1 / 1.47 / 0.475 / 408 / 2.26
finish: 62.1 / 1.45 / 0.468 / 408 / 2.21
floorplan: - / 0.888 / 0.440 / 311 / 2.55
detailed placement: 58.3 / 0.976 / 0.466 / 392 / 1.94
global placement: 58.3 / 0.971 / 0.466 / 392 / 1.93
## layout by cell type (no fill, tap or decap), types with 2 or more instances in the layout
master                             n
sky130_fd_sc_hd__a21oi_1           9
sky130_fd_sc_hd__nand3_1          14
sky130_fd_sc_hd__dfstp_2           3
sky130_fd_sc_hd__nor4_2            5
sky130_fd_sc_hd__inv_1             9
sky130_fd_sc_hd__bufinv_16         2
sky130_fd_sc_hd__mux2_2           41
sky130_fd_sc_hd__mux2i_1           4
sky130_fd_sc_hd__and3_1            4
sky130_fd_sc_hd__nand2b_1          4
sky130_fd_sc_hd__a21o_1            2
sky130_fd_sc_hd__ha_1              3
sky130_fd_sc_hd__dfrtp_1          56
sky130_fd_sc_hd__buf_4             2
sky130_fd_sc_hd__clkdlybuf4s50_1  36
sky130_fd_sc_hd__nand2_1          14
sky130_fd_sc_hd__o21ai_1           2
sky130_fd_sc_hd__nor2b_1           2
sky130_fd_sc_hd__or2_2             2
sky130_fd_sc_hd__or3_1             9
sky130_fd_sc_hd__o31ai_1           2
sky130_fd_sc_hd__xor2_1           16
sky130_fd_sc_hd__conb_1           23
sky130_fd_sc_hd__clkinv_2          3
sky130_fd_sc_hd__nand4_1           3
sky130_fd_sc_hd__nor3_1            6
sky130_fd_sc_hd__o21ai_0          20
sky130_fd_sc_hd__nor2_1            9
sky130_fd_sc_hd__clkbuf_8         11
sky130_fd_sc_hd__a221o_1           2
## power groups by stage
stage / clock (mW) / sequential [mW] / combinational, mW
4_1_cts: 0.497 / 0.687 / 0.285
5_1_grt: 0.518 / 0.709 / 0.320
6_report: 0.483 / 0.688 / 0.280
## metal layers
layer	part of all wire (%)	wire length (um)
met5	0	0
met4	1.5	85
met3	5.5	316
met2	44	2520
met1	49	2860
## path summary, 6_finish.rpt
| path | start | to | slack, ns | depth (start not counted) |
|---|---|---|---|---|
| worst max-delay path | addr[0] | spi_unit.c_reg[5] | 2.21 | 7 |
| worst min-delay path | ctrl_reg[16] | spi_unit.sclk | 0.47 | 1 |
| worst max register to register | spi_unit.c_reg[11] | spi_unit.c_reg[13] | 2.60 | 6 |
| worst min register to register | ctrl_reg[16] | spi_unit.sclk | 0.47 | 1 |
| max in group asynchronous | reset | spi_unit.c_reg[8] | 3.32 | 3 |
| min in group asynchronous | reset | spi_unit.so_reg[7] | 1.20 | 3 |
## worst max-delay path, cell delays in order
cell and delay (ns):
sky130_fd_sc_hd__clkdlybuf4s50_1 0.44, sky130_fd_sc_hd__and4b_1 0.33, sky130_fd_sc_hd__nor2b_1 0.09, sky130_fd_sc_hd__nor2_1 0.34, sky130_fd_sc_hd__nand2_1 0.34, sky130_fd_sc_hd__or3_1 0.43
sky130_fd_sc_hd__o21ai_0 0.07
## cell type report
cell class	instances	area, sq um
tap	75	93.8
timing repair buffer	38	375
clock inverter	5	75.1
clock buffer	11	151
inverter	10	37.5
fill	457	2270
multi-input combinational	210	1500
sequential	59	1480
## kinds of logic after synthesis
logic type                 share of synthesized area (%)
adders and majority gates                           1.19
AOI/OAI and AO/OA                                   8.20
buffers and inverters                               8.09
other                                              0.119
muxes                                               15.9
DFF                                                 46.9
xor gates and xnor gates                            4.72
and+or+nand+nor                                     14.9
Power is estimated from default activity; no workload was simulated.
